===== /design/flow/constraint.sdc =====
current_design keccak256

set clk_period 368.6
set clk_io_pct 0.2

create_clock -name clk0 -period $clk_period [get_ports {clk}]

set non_clock_inputs [all_inputs -no_clocks]
set_input_delay [expr $clk_period * $clk_io_pct] -clock clk0 $non_clock_inputs
set_output_delay [expr $clk_period * $clk_io_pct] -clock clk0 [all_outputs]

===== /design/flow/run.sh =====
#!/bin/bash
# OpenROAD 26Q1-2900-gdf79404cd8, Yosys 0.63+post, stock flow scripts
make -C /OpenROAD-flow-scripts/flow DESIGN_CONFIG=/design/flow/config.mk WORK_HOME=/design/flow/orfs finish

===== /design/flow/config.mk =====
export PLATFORM = sky130hd
export DESIGN_NAME = keccak256
export DESIGN_NICKNAME = keccak256
export VERILOG_FILES = /design/flow/design.v
export SDC_FILE = /design/flow/constraint.sdc
export NUM_CORES = 4
export LEC_CHECK = 1
export CORE_UTILIZATION = 50
export SYNTH_HDL_FRONTEND = slang

===== /design/flow/design.v =====
module f_permutation256(clk, reset, in, in_ready, ack, out, out_ready);
    input               clk, reset;
    input      [1087:0]  in;
    input               in_ready;
    output              ack;
    output reg [1599:0] out;
    output reg          out_ready;
    reg        [22:0]   i;  
    wire       [1599:0] round_in, round_out;
    wire       [63:0]   rc;  
    wire                update;
    wire                accept;
    reg                 calc;  
    assign accept = in_ready & (~ calc);  
    always @ (posedge clk)
      if (reset) i <= 0;
      else       i <= {i[21:0], accept};
    always @ (posedge clk)
      if (reset) calc <= 0;
      else       calc <= (calc & (~ i[22])) | accept;
    assign update = calc | accept;
    assign ack = accept;
    always @ (posedge clk)
      if (reset)
        out_ready <= 0;
      else if (accept)
        out_ready <= 0;
      else if (i[22])  
        out_ready <= 1;
    assign round_in = accept ? {in ^ out[1599:1599-1087], out[1599-1088:0]} : out;
    rconst
      rconst_ ({i, accept}, rc);
    round
      round_ (round_in, rc, round_out);
    always @ (posedge clk)
      if (reset)
        out <= 0;
      else if (update)
        out <= round_out;
endmodule
module keccak256(clk, reset, in, in_ready, is_last, byte_num, buffer_full, out, out_ready);
    input              clk, reset;
    input      [31:0]  in;
    input              in_ready, is_last;
    input      [1:0]   byte_num;
    output             buffer_full;  
    output     [255:0] out;  
    output reg         out_ready;
    reg                state;      
    wire       [1087:0] padder_out,
                       padder_out_1;  
    wire               padder_out_ready;
    wire               f_ack;
    wire      [1599:0] f_out;
    wire               f_out_ready;
    wire       [255:0] out1;       
    reg        [22:0]  i;          
    genvar w, b;
    assign out1 = f_out[1599:1599-255];
    always @ (posedge clk)
      if (reset)
        i <= 0;
      else
        i <= {i[21:0], state & f_ack};
    always @ (posedge clk)
      if (reset)
        state <= 0;
      else if (is_last)
        state <= 1;
    generate
      for(w=0; w<4; w=w+1)
        begin : L0
          for(b=0; b<8; b=b+1)
            begin : L1
              assign out[(((w)*64 + (b)*8) + 7):((w)*64 + (b)*8)] = out1[(((w)*64 + (7-b)*8) + 7):((w)*64 + (7-b)*8)];
            end
        end
    endgenerate
    generate
      for(w=0; w<17; w=w+1)
        begin : L2
          for(b=0; b<8; b=b+1)
            begin : L3
              assign padder_out[(((w)*64 + (b)*8) + 7):((w)*64 + (b)*8)] = padder_out_1[(((w)*64 + (7-b)*8) + 7):((w)*64 + (7-b)*8)];
            end
        end
    endgenerate
    always @ (posedge clk)
      if (reset)
        out_ready <= 0;
      else if (i[22])
        out_ready <= 1;
    padder256
      padder_ (clk, reset, in, in_ready, is_last, byte_num, buffer_full, padder_out_1, padder_out_ready, f_ack);
    f_permutation256
      f_permutation_ (clk, reset, padder_out, padder_out_ready, f_ack, f_out, f_out_ready);
endmodule
module padder1(in, byte_num, out);
    input      [31:0] in;
    input      [1:0]  byte_num;
    output reg [31:0] out;
    always @ (*)
      case (byte_num)
        0: out = 32'h6000000;
        1: out = {in[31:24], 24'h060000};
        2: out = {in[31:16], 16'h0600};
        3: out = {in[31:8],   8'h06};
      endcase
endmodule
module padder256(clk, reset, in, in_ready, is_last, byte_num, buffer_full, out, out_ready, f_ack);
    input              clk, reset;
    input      [31:0]  in;
    input              in_ready, is_last;
    input      [1:0]   byte_num;
    output             buffer_full;  
    output reg [1087:0] out;          
    output             out_ready;    
    input              f_ack;        
    reg                state;        
    reg                done;         
    reg        [33:0]  i;            
    wire       [31:0]  v0;           
    reg        [31:0]  v1;           
    wire               accept,       
                       update;
    assign buffer_full = i[33];
    assign out_ready = buffer_full;
    assign accept = (~ state) & in_ready & (~ buffer_full);  
    assign update = (accept | (state & (~ buffer_full))) & (~ done);  
    always @ (posedge clk)
      if (reset)
        out <= 0;
      else if (update)
        out <= {out[1087-32:0], v1};
    always @ (posedge clk)
      if (reset)
        i <= 0;
      else if (f_ack | update)
        i <= {i[32:0], 1'b1} & {34{~ f_ack}};  
    always @ (posedge clk)
      if (reset)
        state <= 0;
      else if (is_last)
        state <= 1;
    always @ (posedge clk)
      if (reset)
        done <= 0;
      else if (state & out_ready)
        done <= 1;
    padder1 p0 (in, byte_num, v0);
    always @ (*)
      begin
        if (state)
          begin
            v1 = 0;
            v1[7] = v1[7] | i[32];  
          end
        else if (is_last == 0)
          v1 = in;
        else
          begin
            v1 = v0;
            v1[7] = v1[7] | i[32];
          end
      end
endmodule
module rconst(i, rc);
    input      [23:0] i;
    output reg [63:0] rc;
    always @ (i)
      begin
        rc = 0;
        rc[0] = i[0] | i[4] | i[5] | i[6] | i[7] | i[10] | i[12] | i[13] | i[14] | i[15] | i[20] | i[22];
        rc[1] = i[1] | i[2] | i[4] | i[8] | i[11] | i[12] | i[13] | i[15] | i[16] | i[18] | i[19];
        rc[3] = i[2] | i[4] | i[7] | i[8] | i[9] | i[10] | i[11] | i[12] | i[13] | i[14] | i[18] | i[19] | i[23];
        rc[7] = i[1] | i[2] | i[4] | i[6] | i[8] | i[9] | i[12] | i[13] | i[14] | i[17] | i[20] | i[21];
        rc[15] = i[1] | i[2] | i[3] | i[4] | i[6] | i[7] | i[10] | i[12] | i[14] | i[15] | i[16] | i[18] | i[20] | i[21] | i[23];
        rc[31] = i[3] | i[5] | i[6] | i[10] | i[11] | i[12] | i[19] | i[20] | i[22] | i[23];
        rc[63] = i[2] | i[3] | i[6] | i[7] | i[13] | i[14] | i[15] | i[16] | i[17] | i[19] | i[20] | i[21] | i[23];
      end
endmodule
module round(in, round_const, out);
    input  [1599:0] in;
    input  [63:0]   round_const;
    output [1599:0] out;
    wire   [63:0]   a[4:0][4:0];
    wire   [63:0]   b[4:0];
    wire   [63:0]   c[4:0][4:0], d[4:0][4:0], e[4:0][4:0], f[4:0][4:0], g[4:0][4:0];
    genvar x, y;
    generate
      for(y=0; y<5; y=y+1)
        begin : L0
          for(x=0; x<5; x=x+1)
            begin : L1
              assign a[x][y] = in[1599 - 64*(5*y+x) : 1599 - 64*(5*y+x) - 63];
            end
        end
    endgenerate
    generate
      for(x=0; x<5; x=x+1)
        begin : L2
          assign b[x] = a[x][0] ^ a[x][1] ^ a[x][2] ^ a[x][3] ^ a[x][4];
        end
    endgenerate
    generate
      for(y=0; y<5; y=y+1)
        begin : L3
          for(x=0; x<5; x=x+1)
            begin : L4
              assign c[x][y] = a[x][y] ^ b[(x == 0 ? 4 : x - 1)] ^ {b[(x == 4 ? 0 : x + 1)][62:0], b[(x == 4 ? 0 : x + 1)][63]};
            end
        end
    endgenerate
    assign d[0][0] = c[0][0];
    assign d[1][0] = {c[1][0][62:0], c[1][0][63]};
    assign d[2][0] = {c[2][0][63-62:0], c[2][0][63:63-62+1]};
    assign d[3][0] = {c[3][0][63-28:0], c[3][0][63:63-28+1]};
    assign d[4][0] = {c[4][0][63-27:0], c[4][0][63:63-27+1]};
    assign d[0][1] = {c[0][1][63-36:0], c[0][1][63:63-36+1]};
    assign d[1][1] = {c[1][1][63-44:0], c[1][1][63:63-44+1]};
    assign d[2][1] = {c[2][1][63-6:0], c[2][1][63:63-6+1]};
    assign d[3][1] = {c[3][1][63-55:0], c[3][1][63:63-55+1]};
    assign d[4][1] = {c[4][1][63-20:0], c[4][1][63:63-20+1]};
    assign d[0][2] = {c[0][2][63-3:0], c[0][2][63:63-3+1]};
    assign d[1][2] = {c[1][2][63-10:0], c[1][2][63:63-10+1]};
    assign d[2][2] = {c[2][2][63-43:0], c[2][2][63:63-43+1]};
    assign d[3][2] = {c[3][2][63-25:0], c[3][2][63:63-25+1]};
    assign d[4][2] = {c[4][2][63-39:0], c[4][2][63:63-39+1]};
    assign d[0][3] = {c[0][3][63-41:0], c[0][3][63:63-41+1]};
    assign d[1][3] = {c[1][3][63-45:0], c[1][3][63:63-45+1]};
    assign d[2][3] = {c[2][3][63-15:0], c[2][3][63:63-15+1]};
    assign d[3][3] = {c[3][3][63-21:0], c[3][3][63:63-21+1]};
    assign d[4][3] = {c[4][3][63-8:0], c[4][3][63:63-8+1]};
    assign d[0][4] = {c[0][4][63-18:0], c[0][4][63:63-18+1]};
    assign d[1][4] = {c[1][4][63-2:0], c[1][4][63:63-2+1]};
    assign d[2][4] = {c[2][4][63-61:0], c[2][4][63:63-61+1]};
    assign d[3][4] = {c[3][4][63-56:0], c[3][4][63:63-56+1]};
    assign d[4][4] = {c[4][4][63-14:0], c[4][4][63:63-14+1]};
    assign e[0][0] = d[0][0];
    assign e[0][2] = d[1][0];
    assign e[0][4] = d[2][0];
    assign e[0][1] = d[3][0];
    assign e[0][3] = d[4][0];
    assign e[1][3] = d[0][1];
    assign e[1][0] = d[1][1];
    assign e[1][2] = d[2][1];
    assign e[1][4] = d[3][1];
    assign e[1][1] = d[4][1];
    assign e[2][1] = d[0][2];
    assign e[2][3] = d[1][2];
    assign e[2][0] = d[2][2];
    assign e[2][2] = d[3][2];
    assign e[2][4] = d[4][2];
    assign e[3][4] = d[0][3];
    assign e[3][1] = d[1][3];
    assign e[3][3] = d[2][3];
    assign e[3][0] = d[3][3];
    assign e[3][2] = d[4][3];
    assign e[4][2] = d[0][4];
    assign e[4][4] = d[1][4];
    assign e[4][1] = d[2][4];
    assign e[4][3] = d[3][4];
    assign e[4][0] = d[4][4];
    generate
      for(y=0; y<5; y=y+1)
        begin : L5
          for(x=0; x<5; x=x+1)
            begin : L6
              assign f[x][y] = e[x][y] ^ ((~ e[(x == 4 ? 0 : x + 1)][y]) & e[(x == 3 ? 0 : x == 4 ? 1 : x + 2)][y]);
            end
        end
    endgenerate
    generate
      for(x=0; x<64; x=x+1)
        begin : L60
          if(x==0 || x==1 || x==3 || x==7 || x==15 || x==31 || x==63)
            assign g[0][0][x] = f[0][0][x] ^ round_const[x];
          else
            assign g[0][0][x] = f[0][0][x];
        end
    endgenerate
    generate
      for(y=0; y<5; y=y+1)
        begin : L7
          for(x=0; x<5; x=x+1)
            begin : L8
              if(x!=0 || y!=0)
                assign g[x][y] = f[x][y];
            end
        end
    endgenerate
    generate
      for(y=0; y<5; y=y+1)
        begin : L99
          for(x=0; x<5; x=x+1)
            begin : L100
              assign out[1599 - 64*(5*y+x) : 1599 - 64*(5*y+x) - 63] = g[x][y];
            end
        end
    endgenerate
endmodule

==> out/results.ini <==
[placement]
place.gp.congestion = 1.36
io_buffers = 295
dpl_cell_area_um2 = 194000
hpwl_um = 1050000
numPlacedInstances = 25600

[floorplanning]
fp-utilization = 0.503
rows = 217
io_pins = 296
dieHeight_um = 595
core_area_um2 = 350000
dieArea_um2 = 354000
die_x_um = 595

[logic_synthesis]
syn-cell-area_um2 = 176000
edf_count = 0
synth_top_area_share = 0.315
yosysWarnings = 0
ys_chip_area_um2 = 176000
top_area_cell = dfxtp_1
yosys.stat.seqShare = 0.315
ys_ff = 2772
ys_cells = 20400
synth.distinct_cells = 50
async_flop_share = 0
avgSynthCellArea_um2 = 8.62
synthFlopType = dfxtp_1
synthTopCellsByArea = dfxtp_1 (32%), xnor2_1 (17%), xor2_1 (10%)
syn_inst = 20400

[final_timing]
maxSlewViolCount = 0
period_needed_ns = 78.08
worstMarginPinSlew_ns = 1.49
period_used_share = 0.212
setup_viol = 0
rsz0062_at_grt = no
fin_setup_tns_ns = 0
worst_hold_slack_ns = 0.443
timing.fmax_mhz = 12.8
max-slew-margin-rel = 0.00281
fin_skew_ns = 0.0565
hold_viol_final = 0

[routing]
via_per_inst = 6.70
wl_per_cell_um = 47.9
wl_um = 1260000
drt_pre_antenna_iters = 22
vias = 177000
remaining_drc_errors = 0
drt-initial-drc-count = 31500
ant_nets = 0

[grt]
grt_pass1_wl_um = 1610000
gr-usage-all-layers = 0.734
grt_pass1_vias = 154000
antenna_found_initial = 100
grt_max_degree = 154
grt-ovfl-total = 0

[clock_network]
clk_latency_ns = 1.10
cts_resized = 0
cts.clk_slew.worst_paths_ns = 0.07
cts_made_buffers = 333
postCtsSetupRepairBufs = 0
cts.sinks = 2772
clock-root-buffer = clkbuf_16
hold_buffers = 0
clockBufferDepth = 4
cts_max_level = 5
cts_tree = yes

[critical_path]
critical_path_required_ns = 369.59
rr_endpoint = f_permutation_.out[569]
crit_path_end_kind = flip-flop
reg2reg_slack_ns = 359.90
arrival_ns = 79.06
critPathMaxFanout = 63
r2r-start = padder_.i[33]
worstRegToRegCells = 16
path_class = in -> reg
start_kind = input pin

[layout]
final_cells = 26400
drive_above_1_share = 0.134
lay_top_cells = nand2_1 (3927), xnor2_1 (3048), dfxtp_1 (2770)
n_fill_cell = 30100
syn_to_final_growth_pct = 17.3
mostFrequentLayoutCell = nand2_1
stdcell_area_um2 = 206000

[hold_path]
hp-class = reg -> reg
min_path_cells = 1
min_from = i[21]
holdPathEnd = i[22]

[outcome]
status = finished, final reports clean

[run]
drv_cap = 0
warnings = 66

[power]
p_leak_nw = 71.8
powerDensity_nw_per_um2 = 3.29
ir_drop_mv = 0.00431
power_mw = 0.679

## synthesized netlist by cell type, drive strengths merged (5+ instances only)
cell type and instances:
clkbuf 931, nor3 13, xor3 29, nor2b 227
nand2b 183, nand3b 693, a22oi 19, nor2 1724
nand2 3927, dfxtp 2772, or3 197, o21ai 856
xnor3 618, a311oi 188, nor4 5, nand3 52
buf 413, xnor2 3579, xor2 2097, a211oi 741
a21oi 1108
## per-layer routing
metal / vias up / track usage / part of all wire
met5: - / 0.594 / 0.021
met4: 330 / 0.673 / 0.13
met3: 6029 / 0.655 / 0.22
met2: 17900 / 0.821 / 0.33
met1: 84100 / 0.748 / 0.30
li1: 68400 / - / -
## where the power goes
group / internal (mW) / switching [mW]
Clock: 0.205 / 0.157
Sequential: 0.300 / 0.000779
Combinational: 0.00295 / 0.0136
## layout make-up
cell class                      count  area [um^2]  area share
Multi-Input combinational cell  16300       118000       0.571
Clock buffer                      474         9600      0.0465
Sequential cell                  2772        55500       0.269
Inverter                            4         15.0   0.0000728
Clock inverter                    126         1830     0.00888
Tap cell                         4599         5750      0.0279
Timing Repair Buffer             1901        15200      0.0735
Antenna cell                      236          591     0.00286
## cell families (layout without fill, tap and decap cells)
| family | Yosys count | after routing | synth area share |
|---|---|---|---|
| other cells | 0 | 236 | 0 |
| mux | 2 | 2 | 0.000114 |
| compound gates | 2925 | 2925 | 0.0982 |
| flops | 2772 | 2772 | 0.315 |
| simple gates | 7041 | 7041 | 0.175 |
| xor+xnor | 6323 | 6323 | 0.375 |
| buf+inv | 1348 | 2505 | 0.0363 |
## sequential cells by signal (all words and copies together), names as in the netlist
name and flops:
f_permutation_.out 1600, padder_.out 1088, padder_.i 34, f_permutation_.i 23, i 23, f_permutation_.calc 1, out_ready 1, padder_.done 1
padder_.state 1
## per-stage QoR
stage | utilization | setup slack, ns
after floorplan | - | 293.49
after global placement | 0.556 | 289.89
after detailed placement | 0.556 | 289.83
after CTS | 0.588 | 290.84
after global routing | 0.589 | 290.48
final | 0.590 | 290.53
## worst max-delay path by stage
| stage | startpoint | endpoint | slack [ns] |
|---|---|---|---|
| CTS | in_ready | padder_.out[598] | 290.84 |
| global route | in_ready | padder_.out[597] | 290.48 |
| finish | in_ready | padder_.out[565] | 290.53 |
## critical path: stages
cell	delay [ns]
clkdlybuf4s50_1	0.55
o21a_4	0.43
buf_4	0.58
buf_4	0.69
buf_4	0.55
buf_4	0.59
buf_4	0.67
buf_4	0.72
nand2_1	0.14
a21oi_1	0.15
Power figures rest on the tool's default switching activity, not on a simulated workload.
