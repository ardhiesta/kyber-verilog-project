--- config.mk ---
export PLATFORM = sky130hd
export DESIGN_NAME = decompress
export DESIGN_NICKNAME = decompress
export VERILOG_FILES = /design/flow/design.v
export SDC_FILE = /design/flow/constraint.sdc
export NUM_CORES = 4
export LEC_CHECK = 1
export CORE_AREA = 10 10 93 93
export DIE_AREA = 0 0 103 103
export SYNTH_HDL_FRONTEND = slang
--- constraint.sdc ---
current_design decompress

set clk_period 1.9
set clk_io_pct 0.2

create_clock -name clk0 -period $clk_period [get_ports {clk}]

set non_clock_inputs [all_inputs -no_clocks]
set_input_delay [expr $clk_period * $clk_io_pct] -clock clk0 $non_clock_inputs
set_output_delay [expr $clk_period * $clk_io_pct] -clock clk0 [all_outputs]
--- design.v ---
`timescale 1ns / 1ps
module decompress #( 
    parameter D = 4  
)(
    input wire          clk,   
    input wire          rst_n, 
    input wire  [D-1:0] in_val,  
    output wire [11:0]  out_val  
);
    reg [11+D:0] shift_11_stage1, shift_10_stage1, shift_8_stage1, shift_0_stage1;
    reg [11+D:0] sum_stage2_a, sum_stage2_b;
    reg [12+D:0] total, total_t;
    wire [11:0] temp_out;
    wire [D:0]  t;
    assign t = 1 << (D - 1);
    always @(posedge clk or negedge rst_n) begin
        if (~rst_n) begin
            shift_11_stage1 <= 16'b0;
            shift_10_stage1 <= 16'b0;
            shift_8_stage1  <= 16'b0;
        end
        else begin
            shift_11_stage1 <= (in_val << 11);    
            shift_10_stage1 <= (in_val << 10);    
            shift_8_stage1  <= (in_val << 8);     
        end
    end
    always @(posedge clk or negedge rst_n) begin
        if (~rst_n) begin
            sum_stage2_a    <= 16'b0;
            sum_stage2_b    <= 16'b0;
            total           <= 16'b0;
        end
        else begin
            sum_stage2_a    <= shift_11_stage1 + shift_10_stage1;   
            sum_stage2_b    <= shift_8_stage1  + in_val;
            total           <= sum_stage2_a + sum_stage2_b;
        end
    end
    always @(posedge clk or negedge rst_n) begin
        if (~rst_n) begin
            total_t     <= 16'b0;
        end
        else begin
           total_t      <= total + t;    
        end
    end
    assign temp_out     = total_t >> D;
    assign out_val      = temp_out[11:0];  
endmodule
--- run.sh ---
#!/bin/bash
# OpenROAD 26Q1-2900-gdf79404cd8, Yosys 0.63+post, stock flow scripts
make -C /OpenROAD-flow-scripts/flow DESIGN_CONFIG=/design/flow/config.mk WORK_HOME=/design/flow/orfs finish
==> out/metrics.sh <==
FINAL_LAYOUT_FILL_CELL_COUNT=712
SYNTH_COMPOUND_GATE_AREA_SHARE=0.0274
CTS.REPAIR.RESIZED=0
POST_SYNTH_INSTANCE_AREA_MM2=0.00100
CRIT_TYPE='reg2out'
CTS.REPORTEDPATHS.CLKPINSLEW_PS=60
GRT.OVERFLOW.TOTAL=0
SYNTH.YOSYS.CHIP_AREA_MM2=0.00100
TOTAL_NUMBER_OF_H_TREE_LEVELS=2
DETAIL_ROUTE.WIRELENGTH_UM=1290
FLOORPLAN.DIE_AREA_MM2=0.0106
POST-ROUTE-WORST-SETUP-SLACK_PS=470
DIODES=0
SETUP.WORST_PATH.START_CLASS='register'
CP.ARRIVAL_PS=1050
CORE_REGION_AREA_MM2=0.00676
SYN_INST=57
CLOCK_TREE.ROOT_CELL='sky130_fd_sc_hd__clkbuf_8'
LAYOUT.CELLS.MOST_COMMON_LIST='sky130_fd_sc_hd__dfrtp_1, sky130_fd_sc_hd__clkdlybuf4s50_1, sky130_fd_sc_hd__ha_1'
TRACK_USAGE=0.0271
P_LEAK_nW=0.592
SEQUENTIAL_CELL_AREA_UM2=751
CRIT_FANOUT=1
FINAL_LAYOUT_SIZE_SUFFIX_GT1_FRAC=0.0886
ROUTE.DETAILED.DRC=0
FINALMAXSLEWVIOLATIONS=0
ROUTE.VIAS.TOTAL=451
MAX_CAP_VIOLATIONS=0
GRT_ANTENNA_BEFORE_REPAIR=0
XOR_XNOR_CELLS_AREA_FRACTION=0.0524
FINAL.SETUP.TNS_PS=0
ROWS=30
SYNTHESIZED_AREA_PER_CELL_UM2=17.6
LAY_TOP_COUNT='sky130_fd_sc_hd__dfrtp_1'
BOUNDARYPINS=18
LOGIC_AREA_UM2=234
NUMPORTBUFFERS=14
POWER_DENSITY_mW_PER_MM2=1100
WORST_SETUP_SLACK_POST_DPL_PS=546
DIEHEIGHT_UM=103
FINALSETUPVIOLATIONS=0
PLACED_INST_AREA_MM2=0.00124
REPORT.FINAL.HOLD_VIOL_COUNT=0
NETLIST_LOGIC_FAMILY_TOP='adder cells'
PIN_COUNT_OF_THE_BIGGEST_NET_ENTERING_GLOBAL_ROUTING=31
HOLD_PATH_CLASS='reg2reg'
STAGE_LOG_WARNINGS=27
CLOCK_LATENCY_PS=270
SYNTH.DISTINCT_CELLS=14
FINAL_PERIOD_MINUS_WORST_SETUP_SLACK_PS=1430
DIE.SIZE.X_UM=103
VIA_COUNT_OF_THE_FIRST_GLOBAL_ROUTING_PASS=505
AVGVIACOUNTPERCELL=2.84
POSTCTSSETUPREPAIRBUFS=0
CP.REQUIRED_PS=1520
RSZ0062_AT_GRT='no'
CTS_MAX_PATH_BUFFERS=2
POST-ROUTE-PERIOD-UTIL=0.753
FRACTION_OF_THE_MAPPED_NETLIST_AREA_IN_ADDER_CELLS=0.127
WORSTREGTOREGCELLS=3
YS.FLOPS=30
LARGEST_VDD_SUPPLY_DROP_mV=0.287
SYNTH_STAT.CELLS=57
TRITONCTS_CLOCK_TREE='built'
CRITICAL_PATH_CELL_WITH_THE_HIGHEST_STAGE_DELAY='sky130_fd_sc_hd__clkdlybuf4s50_1'
DRT.ANTENNA.VIOLATING_NETS=0
FLOW.AREA_GROWTH_FROM_SYNTHESIS_PCT=33.8
CRIT_PATH_MAX_INCR_DELAY_PS=460
GP_CONGESTION=0.648
CLOCK.FMAX_GHz=0.699
WORST-PATH-STAGES=1
DESIGN_AREA_MM2=0.00134
DETAIL_ROUTE.ITER0.VIOLATIONS=17
END_KIND='primary output'
YOSYS-MUX-AREA-FRACTION=0
TIMING.CRITICAL_PATH.CELLS='clkdlybuf4s50_1'
TRITONCTS.NUM_BUFFERS=5
WORST_CLOCK_SKEW_PS=3.89
CTS_NUM_SINKS=30
RUN_STATUS='completed'
DRTPASS1ITERATIONS=3
SYNTH-SIMPLE-AREA-SHARE=0.0150
CRITICAL_PATH.TOP_DELAY_FAMILY='buffers and inverters'
FP_UTIL=0.149
GRT_PASS1_WL_UM=2250
POST_DRT_WL_PER_CELL_UM=8.09
TIMING.CRITICAL_PATH.BUF_INV=1
YOSYSWARNINGS=0
SEQ_AREA_FRAC_SYNTH=0.748
MIN_PATH_CELLS=0
CTS_HOLD_BUF=0
layout make-up:
cell class | instances | area share
repair buffers | 15 | 0.110
flip-flops and latches | 30 | 0.559
inverters | 1 | 0.00280
clock buffers | 7 | 0.0568
multi-input cells | 25 | 0.174
well taps | 80 | 0.0746
clock inverters | 1 | 0.0224
report_power, final:
group	internal (mW)	leakage, nW	switching (mW)
clock network	0.391	0.0524	0.203
logic	0.0869	0.187	0.0398
registers	0.718	0.352	0.0335
state kept, by name, indices dropped and copies added (netlist names):
register         flops
total_t              9
shift_11_stage1      3
sum_stage2_a         5
total               12
sum_stage2_b         1
cells in the mapped netlist:
master                     number  area, um^2
sky130_fd_sc_hd__a21o_1         2        15.0
sky130_fd_sc_hd__a21oi_1        1        5.00
sky130_fd_sc_hd__buf_4          3        22.5
sky130_fd_sc_hd__conb_1         1        3.75
sky130_fd_sc_hd__dfrtp_1       30         751
sky130_fd_sc_hd__fa_1           2        40.0
sky130_fd_sc_hd__ha_1           7        87.6
sky130_fd_sc_hd__inv_1          1        3.75
sky130_fd_sc_hd__nand2_1        1        3.75
sky130_fd_sc_hd__nand3_1        1        5.00
sky130_fd_sc_hd__nand4_1        1        6.26
sky130_fd_sc_hd__o21bai_1       1        7.51
sky130_fd_sc_hd__xnor2_1        4        35.0
sky130_fd_sc_hd__xor2_1         2        17.5
per-stage QoR:
stage	hold WS (ps)	std cells	utilization	power [mW]
6_report	347	159	0.199	1.47
5_1_grt	356	159	0.199	1.55
4_1_cts	350	159	0.199	1.50
3_5_place_dp	337	151	0.183	0.895
3_3_place_gp	333	151	0.183	0.892
2_1_floorplan	84.4	59	-	0.800
cells by family (layout without fill, tap and decap cells):
family / after synthesis / after routing
adder cells (fa/ha/maj): 9 / 9
other: 1 / 3
AND/OR/NAND/NOR: 3 / 3
buffers and inverters: 4 / 24
XOR/XNOR: 6 / 6
AND-OR/OR-AND: 4 / 4
flip-flops: 30 / 30
routing by layer:
metal / up-vias / track usage / part of all wire
met3: 0 / 0.0244 / 0.18
li1: 218 / - / -
met1: 210 / 0.0370 / 0.50
met2: 23 / 0.0302 / 0.31
met5: - / 0 / 0
met4: 0 / 0.00535 / 0
final timing paths:
path | startpoint | to | slack (ps)
max | total_t[9] | out_val[5] | 470
min | total[11] | total_t[11] | 350
max reg2reg | shift_11_stage1[12] | sum_stage2_a[15] | 530
min reg2reg | total[11] | total_t[11] | 350
max in group asynchronous | rst_n | sum_stage2_b[3] | 1140
min in group asynchronous | rst_n | total_t[4] | 500
Power is estimated from default activity; no workload was simulated.
