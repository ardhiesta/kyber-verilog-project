[design/flow/run.sh]
#!/bin/bash
# OpenROAD 26Q1-2900-gdf79404cd8, Yosys 0.63+post, stock flow scripts
make -C /OpenROAD-flow-scripts/flow DESIGN_CONFIG=/design/flow/config.mk WORK_HOME=/design/flow/orfs finish
[design/flow/config.mk]
export PLATFORM = sky130hd
export DESIGN_NAME = keccak
export DESIGN_NICKNAME = keccak
export VERILOG_FILES = /design/flow/design.v
export SDC_FILE = /design/flow/constraint.sdc
export NUM_CORES = 4
export LEC_CHECK = 1
export CORE_UTILIZATION = 40
export SYNTH_HDL_FRONTEND = slang
[design/flow/constraint.sdc]
current_design keccak

set clk_period 182.1
set clk_io_pct 0.2

create_clock -name clk0 -period $clk_period [get_ports {clk}]

set non_clock_inputs [all_inputs -no_clocks]
set_input_delay [expr $clk_period * $clk_io_pct] -clock clk0 $non_clock_inputs
set_output_delay [expr $clk_period * $clk_io_pct] -clock clk0 [all_outputs]
[design/flow/design.v]
module f_permutation(clk, reset, in, in_ready, ack, out, out_ready);
    input               clk, reset;
    input      [575:0]  in;
    input               in_ready;
    output              ack;
    output reg [1599:0] out;
    output reg          out_ready;
    reg        [22:0]   i;  
    wire       [1599:0] round_in, round_out;
    wire       [63:0]   rc;  
    wire                update;
    wire                accept;
    reg                 calc;  
    assign accept = in_ready & (~ calc);  
    always @ (posedge clk)
      if (reset) i <= 0;
      else       i <= {i[21:0], accept};
    always @ (posedge clk)
      if (reset) calc <= 0;
      else       calc <= (calc & (~ i[22])) | accept;
    assign update = calc | accept;
    assign ack = accept;
    always @ (posedge clk)
      if (reset)
        out_ready <= 0;
      else if (accept)
        out_ready <= 0;
      else if (i[22])  
        out_ready <= 1;
    assign round_in = accept ? {in ^ out[1599:1599-575], out[1599-576:0]} : out;
    rconst
      rconst_ ({i, accept}, rc);
    round
      round_ (round_in, rc, round_out);
    always @ (posedge clk)
      if (reset)
        out <= 0;
      else if (update)
        out <= round_out;
endmodule
module keccak(clk, reset, in, in_ready, is_last, byte_num, buffer_full, out, out_ready);
    input              clk, reset;
    input      [31:0]  in;
    input              in_ready, is_last;
    input      [1:0]   byte_num;
    output             buffer_full;  
    output     [511:0] out;
    output reg         out_ready;
    reg                state;      
    wire       [575:0] padder_out,
                       padder_out_1;  
    wire               padder_out_ready;
    wire               f_ack;
    wire      [1599:0] f_out;
    wire               f_out_ready;
    wire       [511:0] out1;       
    reg        [22:0]  i;          
    genvar w, b;
    assign out1 = f_out[1599:1599-511];
    always @ (posedge clk)
      if (reset)
        i <= 0;
      else
        i <= {i[21:0], state & f_ack};
    always @ (posedge clk)
      if (reset)
        state <= 0;
      else if (is_last)
        state <= 1;
    generate
      for(w=0; w<8; w=w+1)
        begin : L0
          for(b=0; b<8; b=b+1)
            begin : L1
              assign out[(((w)*64 + (b)*8) + 7):((w)*64 + (b)*8)] = out1[(((w)*64 + (7-b)*8) + 7):((w)*64 + (7-b)*8)];
            end
        end
    endgenerate
    generate
      for(w=0; w<9; w=w+1)
        begin : L2
          for(b=0; b<8; b=b+1)
            begin : L3
              assign padder_out[(((w)*64 + (b)*8) + 7):((w)*64 + (b)*8)] = padder_out_1[(((w)*64 + (7-b)*8) + 7):((w)*64 + (7-b)*8)];
            end
        end
    endgenerate
    always @ (posedge clk)
      if (reset)
        out_ready <= 0;
      else if (i[22])
        out_ready <= 1;
    padder
      padder_ (clk, reset, in, in_ready, is_last, byte_num, buffer_full, padder_out_1, padder_out_ready, f_ack);
    f_permutation
      f_permutation_ (clk, reset, padder_out, padder_out_ready, f_ack, f_out, f_out_ready);
endmodule
module padder(clk, reset, in, in_ready, is_last, byte_num, buffer_full, out, out_ready, f_ack);
    input              clk, reset;
    input      [31:0]  in;
    input              in_ready, is_last;
    input      [1:0]   byte_num;
    output             buffer_full;  
    output reg [575:0] out;          
    output             out_ready;    
    input              f_ack;        
    reg                state;        
    reg                done;         
    reg        [17:0]  i;             
    wire       [31:0]  v0;           
    reg        [31:0]  v1;           
    wire               accept,       
                       update;
    assign buffer_full = i[17]; 
    assign out_ready = buffer_full;
    assign accept = (~ state) & in_ready & (~ buffer_full);  
    assign update = (accept | (state & (~ buffer_full))) & (~ done);  
    always @ (posedge clk)
      if (reset)
        out <= 0;
      else if (update)
        out <= {out[575-32:0], v1};
    always @ (posedge clk)
      if (reset)
        i <= 0;
      else if (f_ack | update)
        i <= {i[16:0], 1'b1} & {18{~ f_ack}};
    always @ (posedge clk)
      if (reset)
        state <= 0;
      else if (is_last)
        state <= 1;
    always @ (posedge clk)
      if (reset)
        done <= 0;
      else if (state & out_ready)
        done <= 1;
    padder1 p0 (in, byte_num, v0);
    always @ (*)
      begin
        if (state)
          begin
            v1 = 0;
            v1[7] = v1[7] | i[16];  
          end
        else if (is_last == 0)
          v1 = in;
        else
          begin
            v1 = v0;
            v1[7] = v1[7] | i[16];
          end
      end
endmodule
module padder1(in, byte_num, out);
    input      [31:0] in;
    input      [1:0]  byte_num;
    output reg [31:0] out;
    always @ (*)
      case (byte_num)
        0: out = 32'h6000000;
        1: out = {in[31:24], 24'h060000};
        2: out = {in[31:16], 16'h0600};
        3: out = {in[31:8],   8'h06};
      endcase
endmodule
module rconst(i, rc);
    input      [23:0] i;
    output reg [63:0] rc;
    always @ (i)
      begin
        rc = 0;
        rc[0] = i[0] | i[4] | i[5] | i[6] | i[7] | i[10] | i[12] | i[13] | i[14] | i[15] | i[20] | i[22];
        rc[1] = i[1] | i[2] | i[4] | i[8] | i[11] | i[12] | i[13] | i[15] | i[16] | i[18] | i[19];
        rc[3] = i[2] | i[4] | i[7] | i[8] | i[9] | i[10] | i[11] | i[12] | i[13] | i[14] | i[18] | i[19] | i[23];
        rc[7] = i[1] | i[2] | i[4] | i[6] | i[8] | i[9] | i[12] | i[13] | i[14] | i[17] | i[20] | i[21];
        rc[15] = i[1] | i[2] | i[3] | i[4] | i[6] | i[7] | i[10] | i[12] | i[14] | i[15] | i[16] | i[18] | i[20] | i[21] | i[23];
        rc[31] = i[3] | i[5] | i[6] | i[10] | i[11] | i[12] | i[19] | i[20] | i[22] | i[23];
        rc[63] = i[2] | i[3] | i[6] | i[7] | i[13] | i[14] | i[15] | i[16] | i[17] | i[19] | i[20] | i[21] | i[23];
      end
endmodule
module round(in, round_const, out);
    input  [1599:0] in;
    input  [63:0]   round_const;
    output [1599:0] out;
    wire   [63:0]   a[4:0][4:0];
    wire   [63:0]   b[4:0];
    wire   [63:0]   c[4:0][4:0], d[4:0][4:0], e[4:0][4:0], f[4:0][4:0], g[4:0][4:0];
    genvar x, y;
    generate
      for(y=0; y<5; y=y+1)
        begin : L0
          for(x=0; x<5; x=x+1)
            begin : L1
              assign a[x][y] = in[1599 - 64*(5*y+x) : 1599 - 64*(5*y+x) - 63];
            end
        end
    endgenerate
    generate
      for(x=0; x<5; x=x+1)
        begin : L2
          assign b[x] = a[x][0] ^ a[x][1] ^ a[x][2] ^ a[x][3] ^ a[x][4];
        end
    endgenerate
    generate
      for(y=0; y<5; y=y+1)
        begin : L3
          for(x=0; x<5; x=x+1)
            begin : L4
              assign c[x][y] = a[x][y] ^ b[(x == 0 ? 4 : x - 1)] ^ {b[(x == 4 ? 0 : x + 1)][62:0], b[(x == 4 ? 0 : x + 1)][63]};
            end
        end
    endgenerate
    assign d[0][0] = c[0][0];
    assign d[1][0] = {c[1][0][62:0], c[1][0][63]};
    assign d[2][0] = {c[2][0][63-62:0], c[2][0][63:63-62+1]};
    assign d[3][0] = {c[3][0][63-28:0], c[3][0][63:63-28+1]};
    assign d[4][0] = {c[4][0][63-27:0], c[4][0][63:63-27+1]};
    assign d[0][1] = {c[0][1][63-36:0], c[0][1][63:63-36+1]};
    assign d[1][1] = {c[1][1][63-44:0], c[1][1][63:63-44+1]};
    assign d[2][1] = {c[2][1][63-6:0], c[2][1][63:63-6+1]};
    assign d[3][1] = {c[3][1][63-55:0], c[3][1][63:63-55+1]};
    assign d[4][1] = {c[4][1][63-20:0], c[4][1][63:63-20+1]};
    assign d[0][2] = {c[0][2][63-3:0], c[0][2][63:63-3+1]};
    assign d[1][2] = {c[1][2][63-10:0], c[1][2][63:63-10+1]};
    assign d[2][2] = {c[2][2][63-43:0], c[2][2][63:63-43+1]};
    assign d[3][2] = {c[3][2][63-25:0], c[3][2][63:63-25+1]};
    assign d[4][2] = {c[4][2][63-39:0], c[4][2][63:63-39+1]};
    assign d[0][3] = {c[0][3][63-41:0], c[0][3][63:63-41+1]};
    assign d[1][3] = {c[1][3][63-45:0], c[1][3][63:63-45+1]};
    assign d[2][3] = {c[2][3][63-15:0], c[2][3][63:63-15+1]};
    assign d[3][3] = {c[3][3][63-21:0], c[3][3][63:63-21+1]};
    assign d[4][3] = {c[4][3][63-8:0], c[4][3][63:63-8+1]};
    assign d[0][4] = {c[0][4][63-18:0], c[0][4][63:63-18+1]};
    assign d[1][4] = {c[1][4][63-2:0], c[1][4][63:63-2+1]};
    assign d[2][4] = {c[2][4][63-61:0], c[2][4][63:63-61+1]};
    assign d[3][4] = {c[3][4][63-56:0], c[3][4][63:63-56+1]};
    assign d[4][4] = {c[4][4][63-14:0], c[4][4][63:63-14+1]};
    assign e[0][0] = d[0][0];
    assign e[0][2] = d[1][0];
    assign e[0][4] = d[2][0];
    assign e[0][1] = d[3][0];
    assign e[0][3] = d[4][0];
    assign e[1][3] = d[0][1];
    assign e[1][0] = d[1][1];
    assign e[1][2] = d[2][1];
    assign e[1][4] = d[3][1];
    assign e[1][1] = d[4][1];
    assign e[2][1] = d[0][2];
    assign e[2][3] = d[1][2];
    assign e[2][0] = d[2][2];
    assign e[2][2] = d[3][2];
    assign e[2][4] = d[4][2];
    assign e[3][4] = d[0][3];
    assign e[3][1] = d[1][3];
    assign e[3][3] = d[2][3];
    assign e[3][0] = d[3][3];
    assign e[3][2] = d[4][3];
    assign e[4][2] = d[0][4];
    assign e[4][4] = d[1][4];
    assign e[4][1] = d[2][4];
    assign e[4][3] = d[3][4];
    assign e[4][0] = d[4][4];
    generate
      for(y=0; y<5; y=y+1)
        begin : L5
          for(x=0; x<5; x=x+1)
            begin : L6
              assign f[x][y] = e[x][y] ^ ((~ e[(x == 4 ? 0 : x + 1)][y]) & e[(x == 3 ? 0 : x == 4 ? 1 : x + 2)][y]);
            end
        end
    endgenerate
    generate
      for(x=0; x<64; x=x+1)
        begin : L60
          if(x==0 || x==1 || x==3 || x==7 || x==15 || x==31 || x==63)
            assign g[0][0][x] = f[0][0][x] ^ round_const[x];
          else
            assign g[0][0][x] = f[0][0][x];
        end
    endgenerate
    generate
      for(y=0; y<5; y=y+1)
        begin : L7
          for(x=0; x<5; x=x+1)
            begin : L8
              if(x!=0 || y!=0)
                assign g[x][y] = f[x][y];
            end
        end
    endgenerate
    generate
      for(y=0; y<5; y=y+1)
        begin : L99
          for(x=0; x<5; x=x+1)
            begin : L100
              assign out[1599 - 64*(5*y+x) : 1599 - 64*(5*y+x) - 63] = g[x][y];
            end
        end
    endgenerate
endmodule
==> impl_metrics.env <==
# implementation run metrics
export IMPL_yosys_area_um2=167300
export IMPL_r2r_end="f_permutation_.out[367]$_SDFFE_PP0P_"
export IMPL_grt_overflow=0
export IMPL_cts_max_level=5
export IMPL_worst_clock_skew_ns=0.08266
export IMPL_ys_warn_count=0
export IMPL_worstMarginPinSlew_ns=1.356
export IMPL_hold_buffers=0
export IMPL_mostFrequentLayoutCell="nand2_1"
export IMPL_max_cap_viol_count=0
export IMPL_power_leakage_nw=81.87
export IMPL_ys_seq_frac=0.2685
export IMPL_vdd_ir_drop_max_v=0.000008880
export IMPL_row_count=237
export IMPL_wirelength_um=1370000
export IMPL_endpoint_kind="flip-flop"
export IMPL_powerDensity_nw_per_um2=6.060
export IMPL_max_freq_mhz=24.77
export IMPL_p_int_w=0.0008588
export IMPL_cts_buffers=298
export IMPL_top_area_cell="dfxtp_1"
export IMPL_syn_area_um2=167300
export IMPL_placed_area_um2=180800
export IMPL_drv_slew=0
export IMPL_yosysCellCount=16990
export IMPL_setup_viol=0
export IMPL_cts_max_path_buffers=4
export IMPL_routed_via_density=6.412
export IMPL_r2r_cells=11
export IMPL_slowest_stage="buf_4"
export IMPL_area_growth_pct=14.61
export IMPL_io_pins=552
export IMPL_hold_viol=0
export IMPL_die_h_um=648.7
export IMPL_chipWidth_um=648.7
export IMPL_synth_cellmix_compoundShare=0.08989
export IMPL_slew_headroom=0.09449
export IMPL_avgSynthCellArea_um2=9.846
export IMPL_start_kind="primary input"
export IMPL_drive_gt1_frac=0.1110
export IMPL_clockPowerShare=0.551
export IMPL_tool_warnings=39
export IMPL_status="complete, no violations"
export IMPL_grt_usage=0.6688
export IMPL_r2r_start="padder_.i[17]$_SDFFE_PP0P_"
export IMPL_grt_pass1_wl_um=1662000
export IMPL_fin_area_um2=191700
export IMPL_crit_required_ns=183.08
export IMPL_core_area_um2=416600
export IMPL_grt_setup_unrepaired="no"
export IMPL_post_cts_buffers=0
export IMPL_crit_type="primary input to flip-flop"
export IMPL_power_switching_w=0.0003029
export IMPL_ant_nets=0
export IMPL_r2r_slack_ns=175.59
export IMPL_synthSimpleGateAreaFrac=0.1450
export IMPL_top_cell_area_share=0.2685
export IMPL_dp_hpwl_um=1160000
export IMPL_synth_cell_type_count=65
export IMPL_clk_pin_slew_worst_paths_ns=0.06
export IMPL_cts_root_buf="clkbuf_16"
export IMPL_syn_inst=16990
export IMPL_grt_pass1_vias=132400
export IMPL_grt_max_degree=141
export IMPL_antenna_found_initial=162
export IMPL_cp_cell_sequence="clkdlybuf4s50_1 -> o21ai_4 -> buf_4 -> buf_4 -> buf_4 -> buf_4 -> buf_4 -> buf_4 -> nand2_1 -> a21oi_1"
export IMPL_finalCritPeriodShare=0.2217
export IMPL_crit_end="padder_.out[499]$_SDFFE_PP0P_"
export IMPL_crit_fanout=60
export IMPL_top_logic_kind="XOR/XNOR gates"
export IMPL_ys_dominant_reg_cell="dfxtp_1"
export IMPL_fin_tns_setup_ns=0
export IMPL_initial_core_util=0.4015
export IMPL_hp_class="flip-flop to flip-flop"
export IMPL_comb_power_share=0.025
export IMPL_cp_arrival_ns=41.35
export IMPL_cts_resized=0
export IMPL_ys_top_cells_by_area="dfxtp_1, xnor3_1, xnor2_1"
export IMPL_ys_sh_xor=0.4452
export IMPL_clock_sinks=2244
export IMPL_edf_count=0
export IMPL_drt_iter0_markers=20580
export IMPL_mostFrequentLayoutCells="nand2_1, dfxtp_1, xnor3_1, nor2_1, xnor2_1"
export IMPL_vias=150900
export IMPL_routabilityCongestion=1.312
export IMPL_cts_tree="built"
export IMPL_ys_sh_adder=0
export IMPL_synth_seq_cells=2244
export IMPL_async_reset_ff_frac=0
export IMPL_wl_per_cell_um=58.22
export IMPL_cpPeakStageDelay_ns=0.67
export IMPL_period_needed_ns=40.37
export IMPL_cpMostUsedCell="buf_4"
export IMPL_drc_errors=0
export IMPL_power_share_switching=0.2608
export IMPL_startpoint="in_ready"
export IMPL_firstDrtPassIters=24
export IMPL_chipArea_um2=420800
export IMPL_port_buffers=551
export IMPL_seqPwrFrac=0.425
export IMPL_clk_latency_ns=1.10
export IMPL_ys_sh_mux=0.0001795
==> final cells by class <==
cell class                 instances  area, um2
fill                           38070     224900
multi-input combinational      13120     114100
sequential                      2244      44930
timing repair buffer            1780      14860
clock buffer                     439       8672
tap                             5497       6878
clock inverter                    96       1369
antenna                          334      835.8
inverter                          17      71.32
==> cell usage after synthesis (all sizes together), types with 3 or more instances <==
library cell / instances
a211o: 13
a211oi: 884
a21oi: 636
a22oi: 19
a311o: 42
a311oi: 69
a31o: 5
a31oi: 3
and2: 25
and3: 26
and3b: 6
and4: 7
buf: 835
clkbuf: 772
dfxtp: 2244
inv: 16
mux2i: 3
nand2: 2326
nand2b: 151
nand3: 620
nand3b: 137
nand4: 12
nor2: 1748
nor2b: 253
nor3: 29
nor3b: 13
nor4: 34
nor4b: 3
o211a: 22
o211ai: 57
o21a: 8
o21ai: 560
o221ai: 22
o311ai: 13
or2: 10
or3: 140
or3b: 4
or4: 20
xnor2: 1661
xnor3: 1838
xor2: 1590
xor3: 105
==> registers in the layout, indices dropped and copies added (netlist names) <==
register / flops
f_permutation_.calc: 1
out_ready: 1
padder_.out: 576
padder_.i: 18
i: 23
padder_.done: 1
f_permutation_.out: 1600
f_permutation_.i: 23
padder_.state: 1
==> cell families after synthesis <==
| family | Yosys count |
|---|---|
| AND-OR/OR-AND | 2359 |
| XOR/XNOR | 5194 |
| buffers and inverters | 1624 |
| flip-flops | 2244 |
| multiplexers | 3 |
| AND/OR/NAND/NOR | 5566 |
==> power by group through the flow <==
stage | sequential, W | combinational [W] | clock (W)
CTS | 0.000493 | 0.0000265 | 0.000634
global route | 0.000493 | 0.0000278 | 0.000650
finish | 0.000494 | 0.0000286 | 0.000640
==> metal layers <==
metal / share of wire / track usage / wire length [um] / vias to the layer above
li1: - / - / - / 58240
met1: 0.29 / 0.6384 / 397800 / 73890
met2: 0.35 / 0.7836 / 485300 / 13760
met3: 0.20 / 0.5843 / 275100 / 4680
met4: 0.14 / 0.6623 / 185400 / 294
met5: 0.019 / 0.4882 / 26420 / -
==> worst min-delay path by stage <==
stage | from | endpoint | slack, ns | cells after the start
CTS | i[18]$_SDFF_PP0_ | i[19]$_SDFF_PP0_ | 0.44 | 1
global route | i[13]$_SDFF_PP0_ | i[14]$_SDFF_PP0_ | 0.46 | 1
finish | i[15]$_SDFF_PP0_ | i[16]$_SDFF_PP0_ | 0.44 | 1
==> metrics by stage <==
| stage | setup WS [ns] | util | hold slack, ns | total power, W | instances |
|---|---|---|---|---|---|
| finish | 141.73 | 0.4602 | 0.4380 | 0.001162 | 23530 |
| global route | 141.62 | 0.4592 | 0.4572 | 0.001171 | 23360 |
| CTS | 141.94 | 0.4582 | 0.4438 | 0.001154 | 23200 |
| detailed placement | 140.93 | 0.4341 | 0.4238 | 0.0005307 | 22660 |
| global placement | 140.84 | 0.4341 | 0.4161 | 0.0005305 | 22660 |
| floorplan | 143.87 | - | 0.4114 | 0.0005166 | 16990 |
==> worst max-delay path, delay by kind of cell <==
family	cells	cell delay [ns]
AOI/OAI and AO/OA	2	0.34
buffers and inverters	7	4.13
and+or+nand+nor	1	0.14
Power figures rest on the tool's default switching activity, not on a simulated workload.
